==> /design/flow/design.v <==
module motor_cntrl(clk, rst_n, lft, rht, fwd_lft, rev_lft, fwd_rht, rev_rht);
input [10:0] lft, rht;
input clk, rst_n;
output logic fwd_lft, rev_lft, fwd_rht, rev_rht;
logic sign_lft, sign_rht, dir_lft, dir_rht;
logic [9:0] abs_lft, abs_rht;
reg [10:0] left, right;
reg [9:0] cnt;
always@(posedge clk, negedge rst_n)
  if(~rst_n)
	cnt<=10'b0;
  else 
	cnt<=cnt+1'b1;
always@(posedge clk, negedge rst_n)
  begin
    if(~rst_n) begin
      left<= 11'b0;
      right<= 11'b0;
     end
    else if(cnt == 10'b11_1111_1110) begin
      left<= lft;
      right<=rht;
     end
  end
assign sign_lft = lft[10];
assign sign_rht = rht[10];
assign abs_lft = !sign_lft ? lft[9:0] : (left[10:0]== 11'b100_0000_0000) ? 10'b11_1111_1111 : (~left[9:0] + 1'b1);
assign abs_rht = !sign_rht ? rht[9:0] :(right[10:0] == 11'b100_0000_0000) ? 10'b11_1111_1111 : (~right[9:0] + 1'b1);
pwm iLEFT(.duty(abs_lft), .PWM_sig(dir_lft), .clk(clk), .rst_n(rst_n));
pwm iRIGHT(.duty(abs_rht), .PWM_sig(dir_rht), .clk(clk), .rst_n(rst_n));
assign fwd_lft =  (~rst_n) ? 1 : ((lft == 11'h000) ? 1:((sign_lft) ? 0 : dir_lft));
assign rev_lft =  (~rst_n) ? 1 : ((lft == 11'h000) ? 1:((!sign_lft) ?  0: dir_lft));
assign fwd_rht =  (~rst_n) ? 1 : ((rht == 11'h000) ? 1:((sign_rht) ? 0 : dir_rht));
assign rev_rht =  (~rst_n) ? 1 : ((rht == 11'h000) ? 1:((!sign_rht) ?  0 : dir_rht));
endmodule
module pwm(PWM_sig, duty, clk, rst_n);
output reg PWM_sig;
input [9:0] duty;
input clk, rst_n;
reg [9:0] cnt;
wire d, set, reset;
assign set = &cnt;
assign reset = (cnt == duty);
assign d =
	(set)? 1:
	(reset)? 0:
	PWM_sig;
always @(posedge clk, negedge rst_n)
    if(!rst_n)
	PWM_sig <= 1'b1;
    else
	PWM_sig <= d;
always @(posedge clk, negedge rst_n)
	if(!rst_n)
		cnt <= 10'b0;
	else
		cnt <= cnt + 1'b1;
endmodule
==> /design/flow/run.sh <==
#!/bin/bash
# OpenROAD 26Q1-2900-gdf79404cd8, Yosys 0.63+post, stock flow scripts
make -C /OpenROAD-flow-scripts/flow DESIGN_CONFIG=/design/flow/config.mk WORK_HOME=/design/flow/orfs finish
==> /design/flow/config.mk <==
export PLATFORM = sky130hd
export DESIGN_NAME = motor_cntrl
export DESIGN_NICKNAME = motor_cntrl
export VERILOG_FILES = /design/flow/design.v
export SDC_FILE = /design/flow/constraint.sdc
export NUM_CORES = 4
export LEC_CHECK = 1
export CORE_UTILIZATION = 40
==> /design/flow/constraint.sdc <==
current_design motor_cntrl

set clk_period 5.3
set clk_io_pct 0.2

create_clock -name clk0 -period $clk_period [get_ports {clk}]

set non_clock_inputs [all_inputs -no_clocks]
set_input_delay [expr $clk_period * $clk_io_pct] -clock clk0 $non_clock_inputs
set_output_delay [expr $clk_period * $clk_io_pct] -clock clk0 [all_outputs]
==> out/qor.txt <==
Crit path top cell by count -> clkdlybuf4s50_1
largest net degree at the start of global routing -> 55
Worst Tran Pin Value -> 0.6887 ns
crit end category -> primary output
fin crit share -> 75.93%
Synth Area per Inst -> 9.746 sq um
Cell Type Count -> 52
post-layout util -> 47.69%
wire length of the first global-routing pass -> 11.91 mm
Chip Area, Yosys -> 3284 sq um
synth top area cells -> dfrtp_1 40%, xnor2_1 8.5%, mux2_2 6.9%, xor2_1 4.8%, nand2_1 2.7%
Critical Path Source -> lft[10]
R2R Path Start -> right[0]
Power Density -> 192.3 nW/um^2
HP Class -> reg2reg
Fin Hold WS -> 0.4732 ns
HPWL after detailed placement -> 5.187 mm
Yosys top cell by area -> dfrtp_1
drt wl/cell -> 14.95 um
clock-pin transition on the worst setup and hold timing paths -> 0.10 ns
Max clock buf depth -> 2
Leak Pwr -> 1.614 nW
chip area -> 8578 sq um
crit path time final -> 4.025 ns
hold path start -> cnt[9]
RSZ-0062 raised after global routing -> false
worst path arrival time -> 2.96 ns
DIE HEIGHT -> 92.62 um
clk_skew -> 0.01125 ns
Crit path largest cell delay -> 0.73 ns
outcome -> finished, final reports clean
row count -> 32
core area -> 7848 sq um
number of global-route vias before repair -> 2,388
Port-buffer cells -> 27
Vias/cell -> 5.490
Yosys Instances -> 337
area grow syn2layout -> 13.94%
antenna diode count -> 0
Num Clock Sinks -> 54
CTS H-tree lvls -> 2
Seq share, synth -> 41.22%
detailed-router iteration count before antenna repair -> 4
FFs w/ async S/R, synth -> 100.0%
Final Slew Violations -> 0
Critical Path RT -> 4.24 ns
Max-Cap Viols -> 0
via count -> 2,553
layout cells sized above 1 -> 11.57%
Num CTS Buffers -> 5
total track usage -> 17.99%
gr ovfl total -> 0
Max VDD drop -> 110.8 uV
crit-path cells -> clkdlybuf4s50_1, nor4_1, a31oi_1, o21ai_0, clkdlybuf4s50_1
initial DRC count -> 107
post-CTS sizing -> 0
Detail Route Antenna Nets -> 0
Peak Freq -> 0.2485 GHz
relative slew slack -> 54.09%
Dominant flop cell -> dfrtp_1
Slowest cell on crit path -> clkdlybuf4s50_1
tool warnings -> 26
initial core utilization -> 41.85%
GPL Wtd Cong -> 0.8961
Hold Vio Cnt, Final -> 0
synth warn -> 2
gate count of the mapped netlist -> 337
Post-CTS Setup Repair Bufs -> 0
synthesized area -> 3284 sq um
Root Buffer -> clkbuf_8
startpoint types -> primary input
initial antenna violation count -> 0
Ports -> 28
CTS tree -> built
#FFs+latches synth -> 54
final setup vio count -> 0
top-area cell type share of the netlist area -> 39.62%
Setup CP Type -> in2out
Post-Route WL -> 6.952 mm
Setup TNS -> 0 ns
Skew-Pair Late Insertion Delay -> 0.31 ns
Tot Pwr -> 0.7198 mW
CP max FO -> 18
# hold bufs at CTS -> 0
drt drc -> 0
width of the die -> 92.62 um
count of library flops with an enable pin -> 0
where the power goes:
group | internal (mW) | switching (mW) | leakage, nW
registers | 0.412 | 0.0000237 | 0.697
clock network | 0.108 | 0.144 | 0.0478
logic | 0.0267 | 0.0292 | 0.869
critical path: cells and delay by family:
| family | cells | cell delay [ns] |
|---|---|---|
| buffers and inverters | 2 | 1.22 |
| AND-OR/OR-AND | 2 | 0.29 |
| AND/OR/NAND/NOR | 1 | 0.39 |
logic make-up after synthesis:
group           share of synthesized area (%)
compound gates                          10.90
xor+xnor                                13.33
fa+ha+maj                               2.286
buf+inv                                 3.848
flops                                   41.22
mux                                     8.686
simple gates                            19.73
layout make-up:
cell class	instances	area, sq um
Tap cell	102	127.6
Clock buffer	6	82.58
Fill cell	770	4105
Inverter	20	75.07
Sequential cell	54	1354
Clock inverter	2	16.27
Timing Repair Buffer	29	280.3
Multi-Input combinational cell	252	1807
routing by layer:
layer / global-route usage (%) / share of wire, % / vias up
li1: - / - / 1252
met1: 29.21 / 50 / 1232
met2: 26.42 / 44 / 54
met3: 2.757 / 4.4 / 15
met4: 3.462 / 2.3 / 0
met5: 0 / 0 / -
worst paths after layout:
kind | cells past startpoint | slack [ns] | to
hold reg to reg | 1 | 0.47 | cnt[9]
setup / recovery | 5 | 1.28 | fwd_lft
hold / removal | 1 | 0.47 | cnt[9]
setup reg to reg | 9 | 2.70 | iRIGHT.PWM_sig
min in group asynchronous | 2 | 0.87 | iRIGHT.cnt[3]
max in group asynchronous | 2 | 3.95 | cnt[7]
stage by stage:
stage	area, sq um	instances	setup slack (ns)
after global routing	3742	465	1.095
after detailed placement	3643	457	1.293
after CTS	3742	465	1.310
final	3742	465	1.275
after global placement	3643	457	1.316
after floorplan	3284	337	2.290
registers in the layout (all words and copies together), names as in the netlist:
name	cells
iLEFT.PWM_sig	1
left	11
iRIGHT.PWM_sig	1
iLEFT.cnt	10
iRIGHT.cnt	10
right	11
cnt	10
synthesized netlist by cell type (all sizes together) (2+ instances only):
master and instances:
nand2 24, nor3 14, nand3b 3, dfstp 2
mux2 20, o211ai 2, nor2b 2, o221ai 2
or4 2, nand2b 5, nor4 11, a31oi 7
and3 7, inv 20, clkbuf 8, o21ai 16
nand3 16, xor2 18, o22ai 2, xnor2 32
dfrtp 52, a21oi 6, nor3b 3, mux2i 6
buf 3, a2111oi 3, nand4 6, a221oi 2
o31ai 2, nor2 18, ha 6
cell usage in the layout, fill, tap and decap left out, types with 2 or more instances in the layout:
cell type        instances
a2111oi_0                2
a21oi_1                  6
a221oi_1                 2
a31oi_1                  7
and3_1                   7
buf_4                    2
clkbuf_8                 6
clkdlybuf4s50_1         26
dfrtp_1                 52
dfstp_2                  2
ha_1                     6
inv_1                   20
mux2_2                  20
mux2i_1                  6
nand2_1                 24
nand2b_1                 5
nand3_1                 16
nand3b_1                 3
nand4_1                  6
nor2_1                  17
nor2b_1                  2
nor3_1                  13
nor3b_1                  3
nor4_1                  10
o211ai_1                 2
o21ai_0                 16
o221ai_1                 2
o22ai_1                  2
o31ai_1                  2
or4_4                    2
xnor2_1                 32
xor2_1                  18
No activity file was given, so power comes from the tool's default toggle rates.
