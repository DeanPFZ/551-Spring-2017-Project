==> /design/flow/run.sh <==
#!/bin/bash
# OpenROAD 26Q1-2900-gdf79404cd8, Yosys 0.63+post, stock flow scripts
make -C /OpenROAD-flow-scripts/flow DESIGN_CONFIG=/design/flow/config.mk WORK_HOME=/design/flow/orfs finish
==> /design/flow/config.mk <==
export PLATFORM = sky130hd
export DESIGN_NAME = A2D_intf
export DESIGN_NICKNAME = A2D_intf
export VERILOG_FILES = /design/flow/design.v
export SDC_FILE = /design/flow/constraint.sdc
export NUM_CORES = 4
export LEC_CHECK = 1
export CORE_AREA = 10 10 103 103
export DIE_AREA = 0 0 113 113
==> /design/flow/constraint.sdc <==
current_design A2D_intf

set clk_period 3.2
set clk_io_pct 0.2

create_clock -name clk0 -period $clk_period [get_ports {clk}]

set non_clock_inputs [all_inputs -no_clocks]
set_input_delay [expr $clk_period * $clk_io_pct] -clock clk0 $non_clock_inputs
set_output_delay [expr $clk_period * $clk_io_pct] -clock clk0 [all_outputs]
==> /design/flow/design.v <==
module A2D_intf(clk,rst_n,strt_cnv,cnv_cmplt,chnnl,res,a2d_SS_n,SCLK,MOSI,MISO);
  input clk,rst_n;			 
  input strt_cnv;			 
  input [2:0] chnnl;		 
  input MISO;				 
  output [11:0] res;		 
  output cnv_cmplt;			 
  output a2d_SS_n;			 
  output SCLK,MOSI;			 
  wire [15:0] rd_data;		 
  wire [15:0] cmd;
  assign cmd = {2'b00,chnnl,11'h000};		 
  SPI_mstr16 iSPI(.clk(clk),.rst_n(rst_n),.SS_n(a2d_SS_n),.SCLK(SCLK),.MISO(MISO),.MOSI(MOSI),.wrt(strt_cnv),
                  .done(cnv_cmplt),.rd_data(rd_data),.cmd(cmd));
  assign res = ~rd_data[11:0];		 
endmodule
module SPI_mstr16(clk, rst_n, wrt, cmd, done, rd_data, SCLK, SS_n, MOSI, MISO);
input clk, rst_n;
input wrt;  
input [15:0] cmd;
output done;
output [15:0] rd_data;
output SCLK, SS_n, MOSI;
input MISO;
wire SCLK;
reg [4:0] SCLK_counter;
reg [1:0] state; 
localparam idle = 2'b00;
localparam back_porch_start = 2'b01;
localparam transmitting = 2'b10;
localparam back_porch_end = 2'b11;
wire back_porch_time_out;
reg [2:0] back_porch_timer;
reg SS_n;
reg [15:0] MOSI_shifter;
reg [15:0] MISO_shifter;
wire load;
wire shift;
wire MOSI;
reg [3:0] shifter_counter;
reg done;
wire [15:0] rd_data;
always@(posedge clk, negedge rst_n) begin
 if(~rst_n) begin
  back_porch_timer <= 3'b0;
 end
 else if((state == back_porch_start)||(state == back_porch_end))
  back_porch_timer <= back_porch_timer + 1'b1;
 else
  back_porch_timer <= 3'b0;
end 
assign back_porch_time_out = (back_porch_timer == 3'h7);
always@(posedge clk, negedge rst_n) begin
 if(~rst_n) begin
   SS_n <= 1'b1;
 end
 else if (state == back_porch_start) begin
  SS_n <= 1'b0;
 end
 else if ((state == back_porch_end)&&(back_porch_time_out))
  SS_n <= 1'b1;
end
always@(posedge clk, negedge rst_n) begin
 if(~rst_n) begin
  shifter_counter <= 4'h0;
 end
 else if(state == back_porch_start) begin
  shifter_counter <= 4'h0;
 end
 else if((state == transmitting)&&(SCLK_counter == 5'b11111)) begin
  shifter_counter <= shifter_counter + 1'b1;
 end
end
always@(posedge clk, negedge rst_n)begin
 if(~rst_n) begin
  state <= idle;
 end
 else if((wrt)&&(state == idle))
  state <= back_porch_start;
 else if((state == back_porch_start )&&(back_porch_time_out))
  state <= transmitting;
 else if ((state == transmitting)&&(shifter_counter == 4'hf)&&(SCLK))
  state <= back_porch_end;
 else if((state == back_porch_end)&&(back_porch_time_out))
  state <= idle;
end
assign SCLK = SCLK_counter[4];
always@(posedge clk, negedge rst_n)begin
 if (~rst_n) begin
  	SCLK_counter <= 5'b11111;
  end
  else if((state == back_porch_start )&&(back_porch_time_out)) begin
        SCLK_counter <= 5'b0;
  end
  else if (state == transmitting) begin
  	SCLK_counter <= SCLK_counter + 1'b1;
  end
end
always@(posedge clk, negedge rst_n) begin
 if(~rst_n) begin
  MOSI_shifter <= 16'b0; 
 end
 else if(load) begin
  MOSI_shifter <= cmd;
 end
 else if(shift)  
  MOSI_shifter <= {MOSI_shifter[14:0], 1'b0};
end
assign MOSI = MOSI_shifter[15];
assign load = (state == back_porch_start);
assign shift = ((state == transmitting)&&(SCLK_counter == 5'h12));
always@(posedge clk, negedge rst_n) begin
 if(~rst_n) begin
  MISO_shifter <= 16'b0;
 end
 else if ((state == transmitting)&&(SCLK_counter == 5'b01111)) begin
  MISO_shifter <= {MISO_shifter[14:0], MISO}; 
 end
end
always@(posedge clk, negedge rst_n) begin
 if(~rst_n) begin
   done <= 1'b0;
 end
 else if(wrt) begin
   done<= 1'b0;
 end
 else if((state == back_porch_end)&&(back_porch_timer == 3'b100)) begin
   done <= 1'b1;
 end 
end
assign rd_data = MISO_shifter;
endmodule
==> impl_metrics.tcl <==
# yosys + openroad results
set metrics [dict create \
    dpl.hpwl_mm 2.25 \
    grt_overflow 0 \
    ys_sh_adder_pct 6.25 \
    setup-violations-final 0 \
    finalClockSkew_ns 0.00665 \
    wire_per_inst_um 10.8 \
    chip_area_um2 12800 \
    num_rows 33 \
    clockBufferDepth 2 \
    slew_violations 0 \
    finalCriticalPeriod_ns 2.03 \
    ys_sh_xor_pct 2.73 \
    worstMarginPinSlew_ns 0.686 \
    antenna_found_initial 0 \
    start_kind "flop" \
    grt_pass1_wl_mm 5.60 \
    reg2reg_setup_slack_ns 1.17 \
    worstHoldEndpoint "iSPI.back_porch_timer[0]" \
    clk_pin_slew_ns 0.07 \
    hold_depth 1 \
    drive_gt1_share_pct 9.84 \
    dp.cells 280 \
    syn_avg_cell_area_um2 10.2 \
    drtIter0Drc 41 \
    r2r_end "iSPI.MISO_shifter[0]" \
    remaining_drc_errors 0 \
    max_cap_viol_count 0 \
    die_h_um 113 \
    cts_buffers 5 \
    slew_headroom_pct 54.2 \
    reg2reg_depth 5 \
    cts-htree-levels 2 \
    final_cells 288 \
    setup_tns_ns 0 \
    port-buffer-count 22 \
    critPathKind "flop to flop" \
    synth_stat.cells 157 \
    cts_resized 0 \
    end_kind "flop" \
    grt.total_usage_pct 5.08 \
    post-cts-setup-buffers 0 \
    synth.cellmix.compoundShare_pct 12.4 \
    synth_cell_type_count 32 \
    grt_pass1_vias 1189 \
    cts_hold_buffers 0 \
    fp_util_pct 19.3 \
    core_region_area_um2 8300 \
    die_x_um 113 \
    yosys-stat-area_um2 1600 \
    ioPinCount 23 \
    antennaDiodeCount 0 \
    rsz0062_at_grt "false" \
    vdd.ir_drop.worst_mv 0.244 \
    critical_path_required_ns 3.36 \
    timing.final.ws_setup_ns 1.17 \
    worstSkewPairLatency_ns 0.28 \
    worstPathArrival_ns 2.19 \
    cts_root_buf "clkbuf_8" \
    hold_viol 0 \
    synthSimpleGateAreaFrac_pct 15.4 \
    fin_crit_sh_pct 63.4 \
    areaGrowthSynthToFinish_pct 28.0 \
    ys_ff 35 \
    crit_fanout 23 \
    syn_area_um2 1600 \
    cts.sinks 35 \
    synth_warnings 1 \
    synthTopLogicFamily "simple AND/OR/NAND/NOR gates" \
    cts_tree "yes" \
    synthMuxAreaShare_pct 2.03 \
    min_from "iSPI.back_porch_timer[0]" \
    routed_wl_mm 3.11 \
    regToRegStartpoint "iSPI.SCLK_counter[0]" \
    viasPerCell 3.88 \
    leakage_uw 0.000881 \
    powerDensity_nw_per_um2 671 \
    dr.pass1.iters 4 \
    max_freq_mhz 493 \
    grt_max_degree 36 \
    drtAntennaViolNets 0 \
    hold_class "flop to flop" \
    vias 1118 \
    pre_cts_slack_ns 1.18 \
    synthCells 157 \
    warnings 28 \
    ys_seq_share_pct 55.2 \
    outcome "complete, no violations" \
    place_congestion 0.746 \
]
-- worst max-delay path, stage by stage (launching register included) --
cell	delay, ns
dfstp_2	0.56
ha_1	0.16
and3_2	0.20
ha_1	0.13
nand2_1	0.38
mux2_1	0.47
-- logic make-up after synthesis --
group	count (synthesis)
AND-OR/OR-AND	32
XOR/XNOR	5
adder cells (fa/ha/maj)	8
buffers and inverters	23
flip-flops	35
multiplexers	3
AND/OR/NAND/NOR	51
-- cell type report --
cell class	instances	area, um^2
fillers	876	6250
flip-flops and latches	35	885
multi-input cells	99	622
repair buffers	23	228
well taps	105	131
clock buffers	6	82.6
inverters	18	67.6
clock inverters	2	35.0
-- metal layers --
layer	vias up	share of wire, %	track usage (%)
li1	573	-	-
met1	518	51	7.34
met2	24	40	7.18
met3	3	8.7	2.14
met4	0	0.51	0.508
met5	-	0	0
-- power by group --
part | switching [uW] | internal (uW)
sequential | 73.5 | 562
combinational | 153 | 177
clock | 158 | 252
-- sequential cells by signal (all words and copies together), names as in the netlist --
name	flops
iSPI.MOSI_shifter	5
iSPI.SCLK_counter	5
iSPI.shifter_counter	4
iSPI.done	1
iSPI.MISO_shifter	12
iSPI.back_porch_timer	3
iSPI.SS_n	1
iSPI.state	4
-- synthesized netlist by cell type --
master / number / area (um^2)
and2_1: 1 / 6.26
o21a_1: 1 / 7.51
buf_2: 4 / 20.0
inv_1: 18 / 67.6
nor2b_1: 5 / 31.3
buf_4: 1 / 7.51
a221o_1: 2 / 20.0
a31oi_1: 1 / 6.26
a22o_1: 2 / 17.5
xnor2_1: 1 / 8.76
nand3_1: 6 / 30.0
o21ai_0: 4 / 20.0
nand2_1: 19 / 71.3
xor2_1: 4 / 35.0
ha_1: 8 / 100
o21bai_1: 1 / 7.51
a2111oi_2: 1 / 15.0
dfstp_2: 7 / 184
a21oi_1: 8 / 40.0
or3_1: 1 / 6.26
o21ai_1: 11 / 55.1
and3_1: 2 / 12.5
nand4bb_1: 1 / 11.3
o211a_1: 1 / 10.0
mux2i_1: 1 / 10.0
nor2_1: 12 / 45.0
and4bb_1: 1 / 12.5
nand2b_1: 1 / 6.26
mux2_1: 2 / 22.5
and3_2: 1 / 7.51
dfrtp_1: 28 / 701
nand4_1: 1 / 6.26
-- how the worst max path moves through the flow --
stage / endpoint / slack, ns / startpoint / cells past startpoint
CTS: SCLK / 1.12 / iSPI.SCLK_counter[4] / 1
global route: iSPI.MISO_shifter[0] / 0.99 / iSPI.SCLK_counter[0] / 5
finish: iSPI.MISO_shifter[0] / 1.17 / iSPI.SCLK_counter[0] / 5
-- metrics by stage --
| step | total power, uW | hold WS (ns) | cell area (um^2) | util, % |
|---|---|---|---|---|
| after floorplan | 835 | 0.344 | 1600 | - |
| after global placement | 970 | 0.450 | 1930 | 23.3 |
| after detailed placement | 980 | 0.465 | 1930 | 23.3 |
| after CTS | 1400 | 0.475 | 2050 | 24.7 |
| after global routing | 1480 | 0.492 | 2050 | 24.7 |
| final | 1380 | 0.471 | 2050 | 24.7 |
-- cells in the final DEF (no fill, tap or decap), types with 2 or more instances in the layout --
cell / netlist / routed
a21oi_1: 8 / 8
a221o_1: 2 / 2
a22o_1: 2 / 2
and3_1: 2 / 2
clkbuf_8: 0 / 6
clkdlybuf4s50_1: 0 / 22
dfrtp_1: 28 / 28
dfstp_2: 7 / 7
ha_1: 8 / 8
inv_1: 18 / 18
mux2_1: 2 / 2
nand2_1: 19 / 19
nand3_1: 6 / 6
nor2_1: 12 / 12
nor2b_1: 5 / 5
o21ai_0: 4 / 4
o21ai_1: 11 / 11
xor2_1: 4 / 4
Power and IR drop assume default switching activity.
